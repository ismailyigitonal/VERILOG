**run.sh**
```bash
#!/bin/bash
# OpenROAD 26Q1-2900-gdf79404cd8, Yosys 0.63+post, stock flow scripts
make -C /OpenROAD-flow-scripts/flow DESIGN_CONFIG=/design/flow/config.mk WORK_HOME=/design/flow/orfs finish
```
**config.mk**
```make
export PLATFORM = sky130hd
export DESIGN_NAME = CLA_15bit_top
export DESIGN_NICKNAME = CLA_15bit_top
export VERILOG_FILES = /design/flow/design.v
export SDC_FILE = /design/flow/constraint.sdc
export NUM_CORES = 4
export LEC_CHECK = 1
export CORE_AREA = 10 10 84 84
export DIE_AREA = 0 0 94 94
```
**constraint.sdc**
```tcl
current_design CLA_15bit_top

set clk_period 19.8
set clk_io_pct 0.2

create_clock -name clk0 -period $clk_period

set non_clock_inputs [all_inputs -no_clocks]
set_input_delay [expr $clk_period * $clk_io_pct] -clock clk0 $non_clock_inputs
set_output_delay [expr $clk_period * $clk_io_pct] -clock clk0 [all_outputs]
```
**design.v**
```verilog
module CLA_15bit_top (
  input  [14:0] A   ,
  input  [14:0] B   ,
  input         mode,  
  output [14:0] S   ,
  output        Cout,
  output        OVF
);
wire [4:0] Carry_out; 
CLA_3bit CLA0(
  .C(A[2:0]), 
  .D(B[2:0]), 
  .Cin(mode), 
  .mode(mode), 
  .RES(S[2:0]), 
  .Carry(Carry_out[0]));
CLA_3bit CLA1 (
  .C(A[5:3]), 
  .D(B[5:3]), 
  .Cin(Carry_out[0]), 
  .mode(mode), 
  .RES(S[5:3]), 
  .Carry(Carry_out[1]));
CLA_3bit CLA2 (
  .C(A[8:6]), 
  .D(B[8:6]), 
  .Cin(Carry_out[1]), 
  .mode(mode), 
  .RES(S[8:6]), 
  .Carry(Carry_out[2]));
CLA_3bit CLA3 (
  .C(A[11:9]), 
  .D(B[11:9]), 
  .Cin(Carry_out[2]), 
  .mode(mode), 
  .RES(S[11:9]), 
  .Carry(Carry_out[3]));
CLA_3bit CLA4 (
  .C(A[14:12]), 
  .D(B[14:12]), 
  .Cin(Carry_out[3]), 
  .mode(mode), 
  .RES(S[14:12]), 
  .Carry(Carry_out[4]));
assign Cout = Carry_out[4];
assign OVF = Carry_out[3] ^ Carry_out[4];
endmodule
module CLA_3bit (
  input  [2:0] C    ,
  input  [2:0] D    ,
  input        Cin  ,
  input        mode ,  
  output [2:0] RES  ,
  output       Carry
);
  wire[2:0] Gen, Propagate; 
  wire [2:0] D_situation;
  wire [3:0] Carry_out;
  assign D_situation[2] = D[2] ^ mode;  
	assign D_situation[1] = D[1] ^ mode;
	assign D_situation[0] = D[0] ^ mode;
  assign Gen = C & D_situation;  
  assign Propagate = C ^ D_situation;  
  assign Carry_out[0] = Cin;  
  assign Carry_out[1] = Gen[0] | (Propagate[0] & Carry_out[0]); 
  assign Carry_out[2] = Gen[1] | (Propagate[1] & Carry_out[1]);
  assign Carry_out[3] = Gen[2] | (Propagate[2] & Carry_out[2]);
  assign RES = C ^ D_situation ^ Carry_out[2:0];  
  assign Carry = Carry_out[3];  
endmodule
```
==> flow_summary.json <==
{
  "cts_hold_buf": 0,
  "final_area_um2": 1110,
  "ff_count": 0,
  "vdd_ir_drop_max_uv": 14.7,
  "hp-class": "in2out",
  "synthCells": 60,
  "synth_area_leader_cell": "fa_1",
  "drv_cap": 0,
  "cp_max_fo": 15,
  "tightest_slew_ns": 0.234,
  "grt_overflow": 0,
  "num_vias": 487,
  "yosysWarnings": 0,
  "synth_area_um2": 563,
  "utilization_pct": 21.3,
  "drive_above_1_share_pct": 0.935,
  "antennaDiodeCount": 0,
  "yosys.cell_types.count": 7,
  "outcome": "finished, final reports clean",
  "area_leaders": "fa_1, xnor2_1, inv_1",
  "whs_ns": 8.88,
  "io_buffers": 48,
  "dp_hpwl_um": 1570,
  "rsz0062_at_grt": "no",
  "io_pins": 48,
  "n_clock_buffer": 0,
  "chipHeight_um": 94,
  "drt_iter0_markers": 2,
  "grt_pass1_vias": 549,
  "wl_um": 1610,
  "drtAntennaViolNets": 0,
  "cp.arrival_ns": 10.79,
  "synthToLayoutAreaGrowth_pct": 96.7,
  "die_x_um": 94,
  "vias_per_cell": 2.75,
  "fp_util_pct": 10.8,
  "hold_viol": 0,
  "start_kind": "input port",
  "fp-row-count": 26,
  "end_kind": "primary output",
  "ys_seq_share_pct": 0,
  "drv_slew": 0,
  "fillers": 582,
  "cellPowerDensity_nw_per_um2": 37.1,
  "wl_per_cell_um": 9.11,
  "design.core.area_um2": 5200,
  "track_usage_pct": 3.48,
  "grt_antenna_before_repair": 0,
  "min_period_ns": 14.75,
  "worst-setup-path-type": "in2out",
  "drt_first_pass_iters": 4,
  "drc_errors": 0,
  "ys_area_um2": 563,
  "finalCritPeriodShare_pct": 74.5,
  "grt_max_degree": 16,
  "gp_congestion": 0.772,
  "setup_violations": 0,
  "fmax_ghz": 0.0678,
  "tns_ns": 0,
  "yosysTopAreaCellShare_pct": 49.8,
  "grt_first_pass_wirelength_um": 2470,
  "cp.required_ns": 15.84,
  "post_cts_buffers": 0,
  "syn_avg_cell_area_um2": 9.38,
  "seqCellArea_um2": 0,
  "warning_count": 32,
  "chip_area_um2": 8840,
  "ys_cells": 60,
  "p_total_uw": 41.1,
  "cts_resized": 0,
  "max-slew-margin-rel_pct": 84.4,
  "worstHoldPathCells": 3,
  "leakage_nw": 0.482,
  "placed_cell_area_um2": 1110
}
power by group:
| part | switching, mW | internal, mW | leakage (nW) |
|---|---|---|---|
| clock network | 0 | 0 | 0 |
| registers | 0 | 0 | 0 |
| logic | 0.0124 | 0.0287 | 0.482 |
| total | 0.0124 | 0.0287 | 0.482 |
cell usage after synthesis:
| cell | number |
|---|---|
| buf_12 | 1 |
| xnor2_1 | 14 |
| buf_6 | 1 |
| inv_1 | 27 |
| xor2_1 | 2 |
| mux2i_1 | 1 |
| fa_1 | 14 |
logic make-up after synthesis:
| logic type | after synthesis | synth area share [%] |
|---|---|---|
| fa+ha+maj | 14 | 49.8 |
| mux | 1 | 1.78 |
| buf+inv | 29 | 23.6 |
| xor+xnor | 16 | 24.9 |
critical path, stage by stage:
cell and delay (ns):
clkdlybuf4s50_1 0.45, buf_4 0.25, xnor2_1 0.12, fa_1 0.41, fa_1 0.39, fa_1 0.39
fa_1 0.39, fa_1 0.38, fa_1 0.38, fa_1 0.38, fa_1 0.38, fa_1 0.39
fa_1 0.40, fa_1 0.43, fa_1 0.41, fa_1 0.36, inv_1 0.07, fa_1 0.39
clkdlybuf4s50_1 0.44
layout by cell type, fill, tap and decap left out:
cell type,n
xnor2_1,14
inv_1,27
mux2i_1,1
fa_1,14
buf_4,1
xor2_1,2
clkdlybuf4s50_1,48
metal layers:
| layer | global-route usage (%) | share of wire, % | vias to the layer above |
|---|---|---|---|
| met1 | 4.12 | 41 | 198 |
| li1 | - | - | 247 |
| met2 | 4.78 | 30 | 42 |
| met5 | 0 | 0 | - |
| met4 | 0 | 0 | 0 |
| met3 | 3.31 | 29 | 0 |
final timing paths:
kind	startpoint	to	slack (ns)
setup / recovery	mode	S[14]	5.05
hold / removal	A[0]	S[0]	8.88
layout make-up:
type	count	area (µm²)	share of cell area, %
Inverter	27	101	9.15
Multi-Input combinational cell	31	430	38.9
Tap cell	70	87.6	7.91
Timing Repair Buffer	49	488	44.1
per-stage QoR:
stage	cells	setup slack (ns)
final	177	5.05
after global routing	177	4.78
after CTS	177	5.01
after detailed placement	177	5.00
after global placement	177	5.04
after floorplan	60	6.08
No activity file was given, so power comes from the tool's default toggle rates.
