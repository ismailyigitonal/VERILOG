--- flow/design.v ---
module matrixops (
  input            clk,
  input            rst,
  input            enter,
  input      [1:0] X,
  input      [1:0] Y,
  output reg       Z
);
  parameter S0 = 2'b00;  
  parameter S1 = 2'b01;  
  parameter S2 = 2'b10;  
  parameter S3 = 2'b11;  
  reg [1:0] cState;  
  reg matrix [3:0][3:0];  
  reg [2:0] input_count;  
  integer i, j;  
  reg other_Z;
  always @(posedge clk or posedge rst) 
  begin
    if (rst)  
    begin
      for (i = 0; i < 4; i = i + 1) begin
        for (j = 0; j < 4; j = j + 1) begin
          matrix[i][j] <= 0;  
        end
      end
      input_count <= 0;  
      Z <= 0; 
      other_Z <= 0; 
      cState <= S0;  
    end  
    else 
    begin
      if (cState == S0) 
      begin
        if (enter) 
          cState <= S1;  
      end 
      else if (cState == S1) 
      begin
        cState <= S2;
      end   
      else if (cState == S2) 
      begin
        if (input_count == 4 && enter) 
        begin
          matrix[Y][X] <= 1;
          input_count <= input_count + 1;
          cState <= S3; 
        end  
        else if (enter) 
        begin
          matrix[Y][X] <= 1; 
          input_count <= input_count + 1;  
        end
      end 
      else if (cState == S3) 
      begin
        if (rst) 
        begin
          Z <= 0;
          other_Z <= 0;
        end  
        else if (enter) 
        begin
          other_Z <= matrix[Y][X];  
        end
        Z <= other_Z;
      end
    end
  end
endmodule
--- flow/run.sh ---
#!/bin/bash
# OpenROAD 26Q1-2900-gdf79404cd8, Yosys 0.63+post, stock flow scripts
make -C /OpenROAD-flow-scripts/flow DESIGN_CONFIG=/design/flow/config.mk WORK_HOME=/design/flow/orfs finish
--- flow/constraint.sdc ---
current_design matrixops

set clk_period 3.0
set clk_io_pct 0.2

create_clock -name clk0 -period $clk_period [get_ports {clk}]

set non_clock_inputs [all_inputs -no_clocks]
set_input_delay [expr $clk_period * $clk_io_pct] -clock clk0 $non_clock_inputs
set_output_delay [expr $clk_period * $clk_io_pct] -clock clk0 [all_outputs]
--- flow/config.mk ---
export PLATFORM = sky130hd
export DESIGN_NAME = matrixops
export DESIGN_NICKNAME = matrixops
export VERILOG_FILES = /design/flow/design.v
export SDC_FILE = /design/flow/constraint.sdc
export NUM_CORES = 4
export LEC_CHECK = 1
export CORE_AREA = 10 10 94 94
export DIE_AREA = 0 0 104 104
==> changes_impl.md <==
### Changed

- Antenna-violating nets left: 0
- Max Clock Freq: 468.4 MHz
- Area after DPL: 1356 um2
- Root buffer cell: clkbuf_8
- P_leak: 0.6181 nW
- Cell type with the largest total area: dfrtp_1
- Slew Limit Headroom: 0.6414
- Synth Register Bits: 25
- CP Capture Type: register
- Clock slew at reported path FFs: 80 ps
- Tool warnings: 26
- Top cells, area: dfrtp_1, o21bai_1, nand2_1, dfstp_2, inv_1
- RePlAce Congestion: 0.8317
- Routed WL per cell: 10.79 um
- GR met3 Demand/Resource: 0.01504
- CP delay by family, top: buffers and inverters
- Core area: 6832 um2
- Dominant logic cell type in the layout: dfrtp_1
- FP Util: 0.1733
- DR vias: 789
- Cell Chain, Critical Path: clkdlybuf4s50_1 > nor2b_1 > a311oi_1 > a31oi_1 > a311oi_1 > a21oi_1
- Row count: 30
- Top cell by count, worst path: a311oi_1
- RSZ-0062 raised after global routing: false
- Critical path's largest stage delay: 810 ps
- DRC: 0
- Iteration-0 DRC Markers: 33
- Critical path's slowest cell: clkdlybuf4s50_1
- Post-synthesis sequential area ratio: 0.5296
- Final wirelength: 2233 um
- Drt first pass iters: 4
- Actual slew at the worst max-slew pin: 536.2 ps
- Peak supply drop: 0.0001940 V
- Clock Sinks: 25
- Hold buffer count at CTS: 0
- Clk buf depth: 2
- First-pass GRT wire length: 4091 um
- Antenna violations before repair: 0
- Worst EP required: 3150 ps
- GRT Total Usage: 0.04410
- Setup TNS: 0 ps
- Crit share post-route: 0.7116
- Port-buffer cells: 7
- Clk latency late pin: 260 ps
- CTS tree: built
- Post-CTS resize count: 0
- Post-synth design cell area: 1184 um2
- Placed instance count: 203
- Setup CP Type: in -> reg
- Mapped Avg Cell Area: 11.38 um2
- Unique cell types: 36
- Largest net degree at the start of global routing: 26
- Cell Pwr Density: 406.6 nW/um2
- Width of the die: 104 um
- Post-DP HPWL: 1631 um
- CP bufs+invs: 1
- # Cells Yosys: 104
- Most frequent cells in the layout: dfrtp_1, o21bai_1, nand2_1
- H-tree depth: 1
- Startpoint Class: primary input
- Global route hottest layer: met2
- Cells after Synth: 104
- Fin cells: 207
- P&R area growth vs syn: 18.39%
- Vias in the first global route: 858
- FF-to-FF setup slack: 1490 ps
- Clock Skew: 4.501 ps
- Met2 Track Usage GR: 0.06847
- Post-synth EDFFs: 0
- Min-Delay Path Class: reg -> reg
- Hold WS: 459.2 ps
- Worst Slack Setup Final: 865.1 ps
- Met1 Resource Use GR: 0.06121
- Top-area cell share: 0.5074
- Post-CTS setup buffers: 0
- Max-slew violations: 0
- Min Tclk post-route: 2135 ps
- Critical Path AT: 2290 ps
- # setup viols final: 0
- Worst slack, placed: 607.8 ps
- Final Cell Area: 1401 um2
- Die Area: 10820 um2
- Ys Warns: 2
- Status: completed
- Overflow after GRT: 0
- Max cap viols: 0
- Max FO, Critical Path: 18
- Final Hold Fails: 0
- Share of cells above drive strength 1: 0.1171
- Dominant synthesized flop cell: dfrtp_1
- Top Ports: 8
- Yosys stat area: 1184 um2
- Async SR Flop Fraction: 1.000
- Fill cell total of the finished layout: 765
- Via-to-Cell Ratio: 3.812
- Num CTS Buffers: 3
- Die Y: 104 um
- ANT cells: 0
==> cells in the mapped netlist (all sizes together), types with 2 or more instances <==
cell	instances
o21ai	4
nor2	2
o21bai	11
inv	7
ha	2
xnor2	2
o221ai	2
nand3	5
and2	2
a311oi	2
nand2	8
mux2i	2
nor3b	2
a31o	2
a41o	2
a21o	3
nor2b	2
buf	5
dfrtp	24
==> routing by layer <==
metal  vias to the layer above  share of wire
li1                        392              -
met1                       390           0.49
met2                         7           0.47
met3                         0          0.039
met4                         0              0
met5                         -              0
==> metrics by stage <==
| stage | utilization | power (W) |
|---|---|---|
| 4_1_cts | 0.2051 | 0.0005782 |
| 5_1_grt | 0.2051 | 0.0006030 |
| 3_3_place_gp | 0.1985 | 0.0003825 |
| 6_report | 0.2051 | 0.0005698 |
| 3_5_place_dp | 0.1985 | 0.0003825 |
| 2_1_floorplan | - | 0.0003672 |
==> sequential cells by signal, indices dropped and copies added (netlist names) <==
register and flops:
input_count 3, matrix 16, Z 1, other_Z 1
cState 4
==> cell type report <==
cell class / count / area, um2 / area share
well taps: 96 / 120.1 / 0.08571
clock buffers: 4 / 45.04 / 0.03214
repair buffers: 8 / 77.57 / 0.05536
multi-input cells: 67 / 505.5 / 0.3607
flip-flops and latches: 25 / 626.9 / 0.4473
inverters: 7 / 26.28 / 0.01875
==> power breakdown <==
group	total [W]	leakage, nW	switching, W	internal (W)
sequential	0.000337	0.330	0	0.000337
clock	0.000194	0.0228	0.0000994	0.0000948
combinational	0.0000389	0.265	0.0000255	0.0000134
==> path summary, 6_finish.rpt <==
path,from,endpoint,cells after the start
min in group asynchronous,rst,Z$_DFFE_PP0P_,3
max in group asynchronous,rst,cState[0]$_DFF_PP1_,3
setup / recovery,X[1],other_Z$_DFFE_PP0P_,6
setup reg to reg,cState[1]$_DFF_PP0_,matrix[13]$_DFFE_PP0P_,4
hold reg to reg,matrix[15]$_DFFE_PP0P_,matrix[15]$_DFFE_PP0P_,1
hold / removal,matrix[15]$_DFFE_PP0P_,matrix[15]$_DFFE_PP0P_,1
==> kinds of logic after synthesis <==
logic type	after synthesis	share of synthesized area
and+or+nand+nor	28	0.1554
muxes	3	0.02643
buffers and inverters	12	0.04334
adders and majority gates	2	0.02114
DFF	25	0.5296
AOI/OAI and AO/OA	32	0.2093
xor gates and xnor gates	2	0.01480
No activity file was given, so power comes from the tool's default toggle rates.
